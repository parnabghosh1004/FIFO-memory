==> design.v <==
`timescale 1ns / 1ps
module Read_pointer(empty,clk,rst,rd,rd_ptr,rd_en);
    input clk,rst,empty,rd;
    output rd_en;
    output reg [4:0] rd_ptr;
    assign rd_en = (~empty) & rd;    
    always @(posedge clk, negedge rst)
    begin
        if(~rst) rd_ptr <= 5'd0;
        else if(rd_en) rd_ptr <= rd_ptr +1;
        else rd_ptr <= rd_ptr;
    end
endmodule
==> run.sh <==
#!/bin/bash
# OpenROAD 26Q1-2900-gdf79404cd8, Yosys 0.63+post, stock flow scripts
make -C /OpenROAD-flow-scripts/flow DESIGN_CONFIG=/design/flow/config.mk WORK_HOME=/design/flow/orfs finish
==> config.mk <==
export PLATFORM = sky130hd
export DESIGN_NAME = Read_pointer
export DESIGN_NICKNAME = Read_pointer
export VERILOG_FILES = /design/flow/design.v
export SDC_FILE = /design/flow/constraint.sdc
export NUM_CORES = 4
export LEC_CHECK = 1
export CORE_AREA = 10 10 70 70
export DIE_AREA = 0 0 80 80
==> constraint.sdc <==
current_design Read_pointer

set clk_period 1.5
set clk_io_pct 0.2

create_clock -name clk0 -period $clk_period [get_ports {clk}]

set non_clock_inputs [all_inputs -no_clocks]
set_input_delay [expr $clk_period * $clk_io_pct] -clock clk0 $non_clock_inputs
set_output_delay [expr $clk_period * $clk_io_pct] -clock clk0 [all_outputs]
==> impl_metrics.ini <==
; synthesis and place-and-route metrics
[run_status]
outcome = complete, no violations

[global_route]
grt_pass1_wl_microns = 979
grt_max_degree = 6
antenna_found_initial = 0
grt_overflow = 0
grtUsageTotal_pct = 2.02
grt_pass1_vias = 211

[power_and_ir_drop]
pwr-share-seq_pct = 34.9
p_int_mw = 0.560
p_per_area_mw_per_mm2 = 1750
irDropWorstVdd_v = 0.000665
switching_share_pct = 26.8
p_clk_share_pct = 20.9
p_comb_share_pct = 44.3
fin_total_pwr_mw = 0.765
p_switching_mw = 0.205
p_leak_nw = 0.178

[worst_setup_path]
critical_path.reg2reg.startpoint = rd_ptr[1]$_DFFE_PN0P_
path_class = flop to primary output
slowest_delay_ns = 0.50
critPathRequiredTime_ns = 1.20
crit_path_start_kind = flop
cp-end-kind = primary output
rr_endpoint = rd_ptr[1]$_DFFE_PN0P_
ff2ff_path_depth = 3
crit_family = buffers and inverters
critPathMaxFanout = 4
path_buffers = 1
path_cells = clkdlybuf4s50_1
rrSetupSlack_ns = 0.32
cp.arrival_ns = 1.13
crit_slowest_cell = clkdlybuf4s50_1
crit_path_start = rd_ptr[1]$_DFFE_PN0P_

[finish]
largest_reg_flops = 5
drive_gt1_share_pct = 35.3
fillCellCount = 397
register_area_sq_um = 126
largest_registers = rd_ptr: 5 flops
logic_area_sq_um = 92.6
syn_to_final_growth_pct = 90.7
regMostFlops = rd_ptr
fin_area_sq_um = 437

[clocking]
root_buffer = clkbuf_4
cts.sinks = 5
cts_hold_buf = 0
htree_levels = 1
cts_buffers = 3
clkTransAtPathRegs_ns = 0.05
clock_latency_ns = 0.25
clockBufferDepth = 2
tritoncts = yes

[synthesis]
syn-cell-area_sq_um = 229
ys_warn_count = 1
yosysChipArea_sq_um = 229
synth_cell_types = 9
synthTopCellsByCount = dfrtp_1 (5), xnor2_1 (3), nand4_1 (2)
yosysTopAreaCell = dfrtp_1
ys.flops = 5
ys_seq_share_pct = 54.6
flop_cell = dfrtp_1
edf_count = 0
avgSynthCellArea_sq_um = 14.3
async_flop_share_pct = 100
post-synth-top-count-cell = dfrtp_1
ys_cells = 16
top_cells_by_area = dfrtp_1 (55%), xnor2_1 (11%), mux2_4 (6.6%)
yosys.area.top_type_share_pct = 54.6
synthCells = 16

[drt]
finalWirelength_microns = 593
drc = 0
wl_met2_microns = 155
ant_nets = 0
routed_via_density = 2.34
maxUsedRoutingLayer = met3
drt-initial-drc-count = 1
vias = 187
met1_length_microns = 322
num_antenna_cells = 0
firstDrtPassIters = 2
wl_met3_microns = 115
wl_per_cell_microns = 7.41

[timing]
period_used_pct = 95.2
worst_slew_pin_slew_ns = 0.227
holdWs_ns = 0.273
fin_skew_ns = 0.00417
final_max_slew_viol_count = 0
fin_crit_ns = 1.43
rsz0062_at_grt = no
timing.fmax_mhz = 700
hold_viol = 0
max_slew_margin_pct = 84.8
setup_viol = 0

[floorplan]
fp_util_pct = 6.70
die_h_microns = 80
die_w_microns = 80
coreArea_sq_mm = 0.00342
dieArea_sq_mm = 0.00640
io_pins = 10
rows = 21

[placed_design]
placed_area_sq_um = 373
port_buffers = 9
place_congestion = 0.660

[worst_hold_path]
hp-class = primary input to asynchronous set/reset pin

[job]
warnings = 25
cap_violations = 0
==> metal layers <==
metal | up-vias | global-route usage [%]
li1 | 90 | -
met1 | 81 | 2.95
met2 | 16 | 1.85
met3 | 0 | 2.16
met4 | 0 | 0.176
met5 | - | 0
==> stage by stage <==
step	utilization, %	cells	setup WS [ns]	TNS (ns)
5_1_grt	12.8	80	0.00428	0
2_1_floorplan	-	16	0.465	0
4_1_cts	11.9	76	0.0247	0
6_report	12.8	80	0.0717	0
3_5_place_dp	10.9	71	-0.167	-0.167
3_3_place_gp	10.9	71	-0.157	-0.157
==> placed cells by master, fill, tap and decap left out, drive strengths merged <==
cell	n
buf	6
clkbuf	4
clkdlybuf4s50	8
dfrtp	5
dlygate4sd2	1
ha	1
mux2	1
nand2	1
nand4	2
nor2b	1
xnor2	3
xor2	1
==> layout make-up <==
class / instances / share of cell area (%)
clock buffers: 4 / 6.02
multi-input cells: 10 / 21.2
repair buffers: 15 / 30.7
flip-flops and latches: 5 / 28.9
well taps: 46 / 13.2
==> power by group through the flow <==
stage     combinational [mW]  sequential (mW)  clock, mW
6_report               0.339            0.267      0.160
5_1_grt                0.376            0.286      0.185
4_1_cts                0.254            0.281      0.164
==> what timing repair did <==
action / CTS / global route
resized: 1 / 1
endpoints found under the setup margin: 1 / 4
setup buffers: 1 / 4
gates cloned: 0 / 0
==> how the worst max path moves through the flow <==
stage                       end  slack (ns)  cells past startpoint
after CTS             rd_ptr[2]        0.02                      1
final                 rd_ptr[1]        0.07                      1
after global routing  rd_ptr[0]       0.004                      1
==> logic make-up (layout without fill, tap and decap cells) <==
kind of cell,count (synthesis),count (layout),synth area share [%]
xor gates and xnor gates,4,4,15.3
adders and majority gates,1,1,5.46
buffers and inverters,1,19,4.92
DFF,5,5,54.6
muxes,1,1,6.56
and+or+nand+nor,4,4,13.1
Power and IR drop assume default switching activity.
